==> /design/flow/design.v <==
`timescale 1ns / 1ps
  module shift_register_lut
  #(
    parameter WIDTH = 32 
  )
  (
  input 	clk_in		    	 	,   
  input 	clk_en		 		,   
  input		serial_in			,   
  output	serial_out	      	    	    
  );  
  reg [WIDTH-1:0] serial_reg  	 		;   
   always@(posedge clk_in)
    begin
      if (clk_en)
        serial_reg <= {serial_reg[WIDTH-2:0], serial_in}	 ;            
    end
   assign serial_out = serial_reg[WIDTH-1]			 ;
endmodule
==> /design/flow/run.sh <==
#!/bin/bash
# OpenROAD 26Q1-2900-gdf79404cd8, Yosys 0.63+post, stock flow scripts
make -C /OpenROAD-flow-scripts/flow DESIGN_CONFIG=/design/flow/config.mk WORK_HOME=/design/flow/orfs finish
==> /design/flow/config.mk <==
export PLATFORM = sky130hd
export DESIGN_NAME = shift_register_lut
export DESIGN_NICKNAME = shift_register_lut
export VERILOG_FILES = /design/flow/design.v
export SDC_FILE = /design/flow/constraint.sdc
export NUM_CORES = 4
export LEC_CHECK = 1
export CORE_AREA = 10 10 86 86
export DIE_AREA = 0 0 96 96
==> /design/flow/constraint.sdc <==
current_design shift_register_lut

set clk_period 1.0
set clk_io_pct 0.2

create_clock -name clk0 -period $clk_period [get_ports {clk_in}]

set non_clock_inputs [all_inputs -no_clocks]
set_input_delay [expr $clk_period * $clk_io_pct] -clock clk0 $non_clock_inputs
set_output_delay [expr $clk_period * $clk_io_pct] -clock clk0 [all_outputs]
==> reports/metrics.cfg <==
[synth]
synthesis.area_um2 = 961
ys.warnings.count = 1
synth.yosys.chip_area_um2 = 961
yosys_cell_count = 32
synth-seq-area-share_pct = 100
synth.ff_latch_count = 32
synth_cells = 32
syn-mean-instance-area_um2 = 30.0
yosysUniqueCellTypes = 1

[grt]
grtUsageMet1_pct = 3.14
grt-ovfl-total = 0
antenna_found_initial = 0
grt_max_degree = 33
grt.met2_usage_pct = 2.35
grt.total_usage_pct = 2.13
global_route.usage.met3_pct = 1.49
via_count_of_the_first_global_routing_pass = 334
global_route.peak_usage_layer = met1
grt_pass1_wl_um = 1520

[clocking]
tritoncts = built
numCtsBuffers = 5
post_cts_hold_buffer_count = 0
cts-htree-levels = 2
cts_repair_resize_count = 3
numClockSinks = 32
worst_skew_pair.late_latency_ns = 0.27
post_cts_setup_driven_buffer_insertion_count = 0
clockBufferDepth = 2
root_buffer = sky130_fd_sc_hd__clkbuf_8
cts.reportedPaths.clkPinSlew_ns = 0.05

[final_timing]
postLayoutSetupSlackWorst_ns = 0.0471
slew_viol_final = 0
final_hold_vios = 0
fin_crit_ns = 0.953
final-setup-viol-count = 0
worstMarginPinSlew_ns = 0.159
skew_ns = 0.00198
grt_setup_unrepaired = true
fmax_ghz = 1.05
worst_slew_margin_rel_pct = 89.4
fin_crit_sh_pct = 95.3

[critical_path]
timing.critical_path.buf_inv = 2
path_class = primary input to flip-flop
worst_ep_required_time_ns = 0.97
crit_slowest_cell = sky130_fd_sc_hd__clkdlybuf4s50_1
cp_max_fo = 32
critPathArrivalTime_ns = 0.92
crit_path_max_incr_delay_ns = 0.51
worst_setup_path_end_kind = flip-flop
cell_by_cell_listing_of_the_critical_path = clkdlybuf4s50_1 > buf_12
critical_path.top_delay_family = buffers and inverters
setup.worst_path.start_class = primary input

[floorplan]
fp_util_pct = 17.3
placement_rows = 27
chip_area_um2 = 9220
die_height_um = 96
io_pins = 4
placeableCoreArea_um2 = 5540
die_width_um = 96

[cells_and_area]
final_cell_count_no_fill = 116
layout.filler_cells = 584
drive_above_1_share_pct = 15.9
area_overhead_of_the_layout_relative_to_synthesis_pct = 22.4
finish.utilization_pct = 21.2
max_ffs_per_register = 32
multi_input_comb_area_um2 = 0
number_of_multi_input_logic_gates = 0

[hold_path]
hold_class = flip-flop to flip-flop

[drt]
n_antenna_cell = 0
first_iter_violations = 9
per_cell_routed_wire_length_um = 7.78
drt.antenna.violating_nets = 0
detail_route.wirelength_um = 903
detailedRoute.firstPassIterationCount = 2
route.detailed.drc = 0
vias = 325
routed_via_density = 2.80

[placed_design]
post-place-ws_ns = -0.239
detailedPlacementHpwl_um = 452
gp_routability_congestion = 0.693
dp.cells = 108
port-buffer-count = 3

[power]
ir_drop_uv = 991
power.total_uw = 2480
power.density_nw_per_um2 = 2110
static-leakage-power_uw = 0.000374

[job]
warning_count = 26
cap_violations = 0

[run_status]
result_of_the_run = completed

synth_stat cells:
master / instances / area share [%]
sky130_fd_sc_hd__edfxtp_1: 32 / 100
cell families after synthesis:
group	synth area share [%]
flops	100
metrics by stage:
stage               hold WS, ns  cell area (um2)  setup TNS, ns
finish                    0.418             1180              0
global route              0.424             1180        -0.0152
CTS                       0.417             1180              0
detailed placement        0.405             1100          -7.63
global placement          0.409             1100          -6.97
floorplan                 0.299              961              0
cells in the final DEF, fill, tap and decap left out:
| cell type | synthesis | routed |
|---|---|---|
| sky130_fd_sc_hd__clkdlybuf4s50_1 | 0 | 2 |
| sky130_fd_sc_hd__clkbuf_8 | 0 | 5 |
| sky130_fd_sc_hd__edfxtp_1 | 32 | 32 |
| sky130_fd_sc_hd__clkbuf_1 | 0 | 2 |
| sky130_fd_sc_hd__clkinv_1 | 0 | 1 |
| sky130_fd_sc_hd__buf_2 | 0 | 1 |
| sky130_fd_sc_hd__buf_12 | 0 | 1 |
layout make-up:
type	instances	area, um2	share of cell area [%]
repair buffers	4	45.0	3.83
clock buffers	7	76.3	6.49
well taps	72	90.1	7.66
clock inverters	1	3.75	0.319
flip-flops and latches	32	961	81.7
path summary, 6_finish.rpt:
path	start	to	slack, ns	depth (start not counted)
max reg2reg	serial_reg[24]	serial_reg[25]	0.35	0
max	clk_en	serial_reg[27]	0.05	2
min	serial_reg[12]	serial_reg[13]	0.42	0
min reg2reg	serial_reg[12]	serial_reg[13]	0.42	0
power by group:
part | switching (uW) | internal [uW] | leakage, uW
Combinational | 24.2 | 16.1 | 0.0000212
Sequential | 18.9 | 1560 | 0.000313
Clock | 372 | 482 | 0.0000399
routing by layer:
layer | up-vias | part of all wire [%]
met5 | - | 0
met4 | 0 | 2.3
met3 | 5 | 6.4
met2 | 10 | 35
met1 | 159 | 56
li1 | 151 | -
No activity file was given, so power comes from the tool's default toggle rates.
