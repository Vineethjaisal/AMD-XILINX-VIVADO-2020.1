==> ./run.sh <==
#!/bin/bash
# OpenROAD 26Q1-2900-gdf79404cd8, Yosys 0.63+post, stock flow scripts
make -C /OpenROAD-flow-scripts/flow DESIGN_CONFIG=/design/flow/config.mk WORK_HOME=/design/flow/orfs finish
==> ./config.mk <==
export PLATFORM = sky130hd
export DESIGN_NAME = adder_8bit
export DESIGN_NICKNAME = adder_8bit
export VERILOG_FILES = /design/flow/design.v
export SDC_FILE = /design/flow/constraint.sdc
export NUM_CORES = 4
export LEC_CHECK = 1
export CORE_AREA = 10 10 70 70
export DIE_AREA = 0 0 80 80
==> ./constraint.sdc <==
current_design adder_8bit

set clk_period 5.1
set clk_io_pct 0.2

create_clock -name clk0 -period $clk_period

set non_clock_inputs [all_inputs -no_clocks]
set_input_delay [expr $clk_period * $clk_io_pct] -clock clk0 $non_clock_inputs
set_output_delay [expr $clk_period * $clk_io_pct] -clock clk0 [all_outputs]
==> ./design.v <==
`timescale 1ns / 1ps
  module adder_8bit 
  (
    input 	[7:0]		a	,	 
    input 	[7:0]		b	,	 
    output 	[8:0]		sum		 
  ); 
  assign sum  =  a + b 	;
endmodule 
==> flow_summary.ini <==
; flow metrics
[power]
p_sw_frac = 0.349
powerDensity_nw_per_um2 = 117
p_seq_frac = 0
p_switching_uw = 25.7
intPower_uw = 47.9
combPwrFrac = 1.000
power_leakage_nw = 0.255
clock_power_share = 0
power_uw = 73.6
peakVddDrop_mv = 0.0461

[final_timing]
fin_ws_ps = 945
tns_ps = 0
slew_headroom = 0.743
tightest_slew_ps = 375
hold_viol = 0
timing.final.crit_share = 0.815
min_period_ps = 4150
finalSetupViolations = 0
grt_setup_unrepaired = false
max_freq_ghz = 0.241
drv_slew = 0

[layout]
syn_to_final_growth_pct = 95.0
layout.cells.most_common = clkdlybuf4s50_1
layout_top_cells = clkdlybuf4s50_1, ha_1, a21oi_1, nand2_1
num-clock-buffers = 0
ff_count = 0
drive_gt1_frac = 0.0149
regArea_um2 = 0

[logic_synthesis]
synth.avg_cell_area_um2 = 7.72
ys_warn_count = 0
ys_seq_frac = 0
postSynthCellCount = 42
ys_area_um2 = 324
syn_area_um2 = 324
yosys-stat-cells = 42
synth.distinct_cells = 20

[placed_design]
port_buffers = 25
gp_congestion = 0.743
dpl_worst_slack_ps = 951
hpwl_um = 997

[floorplanning]
ioPinCount = 25
num_rows = 21
initCoreUtil = 0.0949
dieArea_um2 = 6400
die_w_um = 80
core_um2 = 3420
die_y_um = 80

[route]
n_antenna_cell = 0
routedWlPerCell_um = 9.72
drc_errors = 0
dr.pass1.iters = 4
ant_nets = 0
vias = 404
drt-initial-drc-count = 23
viasPerCell = 3.58
wl_um = 1100

[global_route]
grt_pass1_vias = 393
grt_pass1_wl_um = 1770
track_usage = 0.0326
antenna_found_initial = 0
grt.overflow.total = 0
grt_max_degree = 7

[job]
drv_cap = 0
warnings = 32

[hold_path]
min_path_type = primary input to output pin

[setup_path]
crit_path_end_kind = output pin
crit_path_start_kind = primary input
worstSetupPathType = primary input to output pin
crit_arrival_ps = 3130
cp.required_ps = 4080
critical_path.max_fanout = 2

[clocking]
cts_setup_buffers = 0
cts.repair.resized = 0
holdBufCountCts = 0

[run_status]
status = complete, no violations
## cells by family (layout without fill, tap and decap cells)
| logic type | count (synthesis) | in the layout | synth area share |
|---|---|---|---|
| AND-OR/OR-AND | 13 | 13 | 0.278 |
| AND/OR/NAND/NOR | 12 | 12 | 0.178 |
| adder cells (fa/ha/maj) | 9 | 9 | 0.371 |
| XOR/XNOR | 4 | 4 | 0.108 |
| buffers and inverters | 3 | 28 | 0.0347 |
| multiplexers | 1 | 1 | 0.0309 |
## final timing paths
| path | startpoint | to | slack, ps | cells past startpoint |
|---|---|---|---|---|
| setup / recovery | a[0] | sum[6] | 950 | 8 |
| hold / removal | b[0] | sum[0] | 3070 | 3 |
## synth_stat cells, drive strengths merged
| cell type | n | area, um^2 |
|---|---|---|
| a2111oi | 1 | 8.76 |
| a21o | 2 | 15.0 |
| a21oi | 5 | 25.0 |
| a221oi | 1 | 8.76 |
| a311o | 2 | 20.0 |
| fa | 1 | 20.0 |
| ha | 8 | 100 |
| inv | 3 | 11.3 |
| mux2i | 1 | 10.0 |
| nand2 | 3 | 11.3 |
| nand3 | 2 | 10.0 |
| nor2 | 2 | 7.51 |
| nor2b | 2 | 12.5 |
| nor3 | 2 | 10.0 |
| nor4 | 1 | 6.26 |
| o21ai | 1 | 5.00 |
| o21bai | 1 | 7.51 |
| xnor2 | 2 | 17.5 |
| xor2 | 2 | 17.5 |
## final cells by class
class,count,area (um^2)
Timing Repair Buffer,25,250
Inverter,3,11.3
Multi-Input combinational cell,39,313
Tap cell,46,57.6
Fill cell,384,2780
## power by group through the flow
stage / clock network, mW / logic (mW) / registers (mW)
after CTS: 0 / 0.0748 / 0
final: 0 / 0.0736 / 0
after global routing: 0 / 0.0818 / 0
## metal layers
layer / part of all wire / up-vias / track usage
met3: 0.13 / 0 / 0.0170
met1: 0.51 / 172 / 0.0491
li1: - / 216 / -
met5: 0 / - / 0
met4: 0 / 0 / 0
met2: 0.36 / 16 / 0.0417
## through the flow
stage,instance area (um^2),hold slack [ps],std cells,utilization
after floorplan,324,2110,42,-
after global placement,632,3080,113,0.185
after detailed placement,632,3090,113,0.185
after CTS,632,3090,113,0.185
after global routing,632,3110,113,0.185
final,632,3070,113,0.185
## critical path: stages
cell and delay, ps:
clkdlybuf4s50_1 400, ha_1 230, fa_1 400, a21oi_1 220
nor2_1 80, nor2_1 160, xnor2_1 140, clkdlybuf4s50_1 490
Power is estimated from default activity; no workload was simulated.
