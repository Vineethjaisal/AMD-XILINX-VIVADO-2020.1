## run.sh

```bash
#!/bin/bash
# OpenROAD 26Q1-2900-gdf79404cd8, Yosys 0.63+post, stock flow scripts
make -C /OpenROAD-flow-scripts/flow DESIGN_CONFIG=/design/flow/config.mk WORK_HOME=/design/flow/orfs finish
```

## config.mk

```make
export PLATFORM = sky130hd
export DESIGN_NAME = sp_dist_ram_256x8
export DESIGN_NICKNAME = sp_dist_ram_256x8
export VERILOG_FILES = /design/flow/design.v
export SDC_FILE = /design/flow/constraint.sdc
export NUM_CORES = 4
export LEC_CHECK = 1
export CORE_UTILIZATION = 30
```

## constraint.sdc

```tcl
current_design sp_dist_ram_256x8

set clk_period 21.8
set clk_io_pct 0.2

create_clock -name clk0 -period $clk_period [get_ports {clk_in}]

set non_clock_inputs [all_inputs -no_clocks]
set_input_delay [expr $clk_period * $clk_io_pct] -clock clk0 $non_clock_inputs
set_output_delay [expr $clk_period * $clk_io_pct] -clock clk0 [all_outputs]
```

## design.v

```verilog
`timescale 1ns / 1ps
  module sp_dist_ram_256x8
  (
  input 	    clk_in		     		,  
  input         write_en			,  
  input  [7:0]  address_in	     		,  
  input  [7:0]  data_in				,  
  output [7:0]	data_out	  	           
  ); 
  reg 	 [7:0]  dram_mem [0:255]  		;  
  always@(posedge clk_in)
    begin
      if(write_en)
         begin
           dram_mem[address_in] <= data_in	;  
         end
    end
  assign data_out = dram_mem[address_in]  	;  
endmodule
```

==> impl_results.rst <==
Synthesis and place-and-route
=============================

.. list-table::
   :header-rows: 1

   * - Metric
     - Value
   * - Global-route wire length before repair
     - 279000 um
   * - Syn. warnings
     - 1
   * - Total wire length after detailed routing
     - 190000 um
   * - Number of warning messages in the logs
     - 32
   * - Worst-path maximum fanout
     - 69
   * - List of most frequent post-synthesis cells
     - 2048 x sky130_fd_sc_hd__edfxtp_1, 512 x sky130_fd_sc_hd__mux4_2, 256 x sky130_fd_sc_hd__a22oi_1
   * - Status
     - finished, final reports clean
   * - Largest stage delay, worst path
     - 700 ps
   * - Routed length on met2
     - 89800 um
   * - Post-Synth Simple-Gate Area
     - 0.0174
   * - Post-synth area hogs
     - sky130_fd_sc_hd__edfxtp_1 79%, sky130_fd_sc_hd__mux4_2 15%, sky130_fd_sc_hd__a22oi_1 2.5%, sky130_fd_sc_hd__nor2_1 1.1%, sky130_fd_sc_hd__a21oi_1 0.82%
   * - Class of the tightest hold or removal check
     - in2reg
   * - Clock-pin transition on the worst setup and hold timing paths
     - 70 ps
   * - Total clock buffers created by CTS
     - 205
   * - Max-cap violations
     - 0
   * - Ys flops
     - 2048
   * - Leakage
     - 26.7 nW
   * - Multiplexer fraction of the synthesized cell area
     - 0.147
   * - Largest net degree at the start of global routing
     - 132
   * - Postcts setup bufs
     - 0
   * - Number of enable-type register cells in the synthesized netlist
     - 2048
   * - Number of flip-flops in the largest register
     - 2048
   * - Setup tns final
     - 0 ps
   * - Sequential cell area fraction in the yosys report
     - 0.785
   * - Horiz. Die Dim
     - 513 um
   * - Synthesized netlist cell count
     - 3539
   * - Launch point of the worst hold path
     - data_in[3]
   * - Top flip-flop cell by instance count after synthesis
     - sky130_fd_sc_hd__edfxtp_1
   * - Kind of start point of the critical path
     - input pin
   * - Cell class contributing the biggest share of worst-path delay
     - buffers and inverters
   * - Number of slew-limit violations in the final report
     - 0
   * - Final hold viol count
     - 0
   * - Cells in synth_stat.txt
     - 3539
   * - 1st-iter DRT viols
     - 2530
   * - Hold Buf Count CTS
     - 0
   * - Number of global-route vias before repair
     - 41100
   * - Number of antenna violations at the first check in global routing
     - 6
   * - Largest regs
     - dram_mem (2048)
   * - Largest register by flop count
     - dram_mem
   * - TritonCTS clock tree
     - yes
   * - Synth unique cells
     - 21
   * - Most instantiated library cell after synthesis
     - sky130_fd_sc_hd__edfxtp_1
   * - Terminating pin of the worst hold path
     - dram_mem[13][3]
   * - Kind of critical path
     - in2out
   * - Cell-internal power
     - 6.43 mW
   * - Area grow syn2layout
     - 14.5%
   * - Slowest cell on the critical path
     - sky130_fd_sc_hd__o41ai_1
   * - Total power per unit cell area
     - 90.8 mW/mm^2
   * - Met3 Wirelength
     - 29100 um
   * - # DRC
     - 0
   * - Number of optimization iterations in the first detailed-route pass
     - 7
   * - Flop pwr share
     - 0.533
   * - Area of the mapped netlist
     - 0.0783 mm^2
   * - Max Freq
     - 67.2 MHz
   * - Via/cell ratio
     - 5.07
   * - Number of cell rows
     - 187
   * - Portion of synthesized cell area occupied by the leading cell type
     - 0.785
   * - Mean routed wirelength per cell
     - 26.1 um
   * - H-tree depth reported by CTS
     - 4
   * - Maximum vdd ir drop
     - 0.0753 mV
   * - Final min period
     - 14880 ps
   * - Post-synthesis compound-gate area fraction
     - 0.0363
   * - Gp weighted congestion
     - 0.851
   * - Hold slack
     - 3960 ps
   * - Post-CTS sizing
     - 0
   * - Die area
     - 0.263 mm^2
   * - Critical path's most frequent cell
     - sky130_fd_sc_hd__buf_4
   * - Cycle use final
     - 0.683
   * - Worst Hold Path Cells
     - 1
   * - Largest non-sequential cell family by area
     - multiplexers
   * - Final setup fails
     - 0
   * - Chip area estimate from yosys synthesis
     - 0.0783 mm^2
   * - Maximum number of buffers from clock root to sink
     - 3
   * - Standard cell core area
     - 0.260 mm^2
   * - Net Sw Frac
     - 0.211
   * - RSZ-0062 raised after global routing
     - no
   * - Gr ovfl total
     - 0
   * - FFs w/ async S/R, synth
     - 0
   * - Share of post-route cells with drive strength above 1
     - 0.254
   * - Actual transition at the worst max-transition pin
     - 1020 ps
   * - Post-Route M1 WL
     - 64200 um
   * - Cell type with the highest aggregate area in the netlist
     - sky130_fd_sc_hd__edfxtp_1
   * - Count of vias placed by the detailed router
     - 36800
   * - Net switching power figure
     - 1.72 mW
   * - XOR-XNOR Cells, Area Fraction
     - 0
   * - Uppermost routed layer
     - met5
   * - Endpoint class of the critical path
     - output pin
   * - Tally of nets with antenna violations remaining after routing
     - 0
   * - All-Layer GR Usage
     - 0.156
   * - Die extent in y
     - 513 um
   * - Syn avg cell area
     - 22.1 um^2
   * - Quantity of I/O buffers inserted on ports
     - 25
   * - Cell chain of the critical path
     - buf_8 -> buf_12 -> buf_4 -> buf_4 -> buf_4 -> buf_4 -> mux4_2 -> a22oi_1 -> a21oi_1 -> o41ai_1 -> nand4_1 -> clkdlybuf4s50_1
   * - Sinks on the clock net
     - 2048
   * - Critical path data arrival time
     - 10520 ps
   * - Root buf cell
     - sky130_fd_sc_hd__clkbuf_16
   * - Adder-cell share of the synthesized area
     - 0
   * - Rel. slew slack
     - 0.313
   * - Filler cell count in the final layout
     - 23600
   * - Required time of the critical path
     - 17440 ps
   * - Number of top-level pins
     - 26
   * - Detailed placement HPWL
     - 111000 um
   * - Floorplan Utilization
     - 0.302
   * - Relative contribution of combinational cells to total power
     - 0.045
   * - CP Buf/Inv Count
     - 7
   * - Proportion of power drawn by the clock network
     - 0.422
## power groups by stage
stage / Sequential (mW) / Clock [mW] / Combinational, mW
finish: 4.34 / 3.44 / 0.363
CTS: 4.34 / 3.52 / 0.370
global route: 4.34 / 3.66 / 0.392
## routing by layer
metal | track usage | vias to the layer above
li1 | - | 15400
met1 | 0.179 | 19000
met2 | 0.236 | 2088
met3 | 0.111 | 326
met4 | 0.0437 | 6
met5 | 0.00457 | -
## area by class of cell
| class | count | area (um^2) | area share |
|---|---|---|---|
| flip-flops and latches | 2048 | 61500 | 0.686 |
| multi-input cells | 1258 | 15800 | 0.176 |
| clock buffers | 243 | 5320 | 0.0592 |
| well taps | 3402 | 4260 | 0.0474 |
| repair buffers | 182 | 1570 | 0.0175 |
| clock inverters | 130 | 1280 | 0.0143 |
| diodes | 3 | 7.51 | 0.0000837 |
| inverters | 1 | 3.75 | 0.0000418 |
## worst max path at each step
stage                         start           to  cells after the start
after CTS             address_in[0]  data_out[4]                     12
after global routing  address_in[0]  data_out[6]                     12
final                 address_in[0]  data_out[6]                     12
## through the flow
stage / setup WS, ps / utilization / power [mW] / cell area, um^2 / std cells
2_1_floorplan: 11340 / - / 4.62 / 78300 / 3539
3_5_place_dp: 6820 / 0.320 / 4.79 / 83100 / 6891
5_1_grt: 6470 / 0.345 / 8.39 / 89700 / 7265
4_1_cts: 6820 / 0.345 / 8.23 / 89700 / 7264
6_report: 6920 / 0.345 / 8.15 / 89700 / 7267
3_3_place_gp: 6730 / 0.320 / 4.79 / 83100 / 6891
## layout by cell type (no fill, tap or decap)
cell type / synthesis / routed
sky130_fd_sc_hd__edfxtp_1: 2048 / 2048
sky130_fd_sc_hd__and2_1: 3 / 2
sky130_fd_sc_hd__nor3_1: 30 / 30
sky130_fd_sc_hd__bufinv_16: 0 / 18
sky130_fd_sc_hd__nand2b_2: 0 / 2
sky130_fd_sc_hd__o41ai_2: 0 / 2
sky130_fd_sc_hd__clkinvlp_4: 0 / 10
sky130_fd_sc_hd__inv_1: 1 / 1
sky130_fd_sc_hd__buf_8: 0 / 10
sky130_fd_sc_hd__clkdlybuf4s50_1: 0 / 15
sky130_fd_sc_hd__nor2_4: 0 / 1
sky130_fd_sc_hd__clkinv_4: 0 / 3
sky130_fd_sc_hd__clkinv_2: 0 / 35
sky130_fd_sc_hd__inv_8: 0 / 1
sky130_fd_sc_hd__diode_2: 0 / 3
sky130_fd_sc_hd__buf_4: 16 / 150
sky130_fd_sc_hd__nand3_2: 0 / 1
sky130_fd_sc_hd__clkinv_16: 0 / 3
sky130_fd_sc_hd__o41ai_1: 32 / 30
sky130_fd_sc_hd__and2_4: 0 / 1
sky130_fd_sc_hd__or3_1: 1 / 1
sky130_fd_sc_hd__nor2_1: 232 / 231
sky130_fd_sc_hd__a21oi_1: 128 / 128
sky130_fd_sc_hd__buf_12: 0 / 7
sky130_fd_sc_hd__clkinv_8: 0 / 3
sky130_fd_sc_hd__nand3_1: 13 / 12
sky130_fd_sc_hd__nand4_1: 8 / 8
sky130_fd_sc_hd__clkbuf_16: 0 / 207
sky130_fd_sc_hd__clkbuf_1: 145 / 36
sky130_fd_sc_hd__nand2b_1: 6 / 4
sky130_fd_sc_hd__mux4_2: 512 / 512
sky130_fd_sc_hd__inv_6: 0 / 7
sky130_fd_sc_hd__nand2_1: 28 / 28
sky130_fd_sc_hd__nor2b_1: 7 / 5
sky130_fd_sc_hd__a22oi_1: 256 / 256
sky130_fd_sc_hd__clkinv_1: 0 / 46
sky130_fd_sc_hd__nor2b_4: 0 / 2
sky130_fd_sc_hd__inv_16: 0 / 4
sky130_fd_sc_hd__or2_2: 2 / 2
## cell families (layout without fill, tap and decap cells)
logic type | count (synthesis) | in the layout
buffers and inverters | 233 | 556
AND/OR/NAND/NOR | 330 | 330
AND-OR/OR-AND | 416 | 416
flip-flops | 2048 | 2048
other | 0 | 3
multiplexers | 512 | 512
No activity file was given, so power comes from the tool's default toggle rates.
